===== flow/design.v =====
`timescale 1ns / 1ps
module CLK_DIV_module#(
    parameter P_CLK_DIV_CNT = 2  
)(
    input    i_clk     ,
    input    i_rst     ,
    output   o_clk_div
    );
reg         ro_clk_div ;
reg  [15:0] r_cnt      ;
assign o_clk_div = ro_clk_div;
always @(posedge i_clk or posedge i_rst)begin
    if(i_rst)
        r_cnt <= 'd0;
    else if(r_cnt == P_CLK_DIV_CNT >> 1)
        r_cnt <= 'd0;
    else
        r_cnt <= r_cnt + 1;
end
always @(posedge i_clk or posedge i_rst)begin
    if(i_rst)
        ro_clk_div <= 'd0;
    else if(r_cnt == P_CLK_DIV_CNT >> 1)
        ro_clk_div <= ~ro_clk_div;
    else
        ro_clk_div <= ro_clk_div;
end
endmodule

===== flow/run.sh =====
#!/bin/bash
# OpenROAD 26Q1-2900-gdf79404cd8, Yosys 0.63+post, stock flow scripts
make -C /OpenROAD-flow-scripts/flow DESIGN_CONFIG=/design/flow/config.mk WORK_HOME=/design/flow/orfs finish

===== flow/config.mk =====
export PLATFORM = sky130hd
export DESIGN_NAME = CLK_DIV_module
export DESIGN_NICKNAME = CLK_DIV_module
export VERILOG_FILES = /design/flow/design.v
export SDC_FILE = /design/flow/constraint.sdc
export NUM_CORES = 4
export LEC_CHECK = 1
export CORE_AREA = 10 10 78 78
export DIE_AREA = 0 0 88 88

===== flow/constraint.sdc =====
current_design CLK_DIV_module

set clk_period 3.8
set clk_io_pct 0.2

create_clock -name clk0 -period $clk_period [get_ports {i_clk}]

set non_clock_inputs [all_inputs -no_clocks]
set_input_delay [expr $clk_period * $clk_io_pct] -clock clk0 $non_clock_inputs
set_output_delay [expr $clk_period * $clk_io_pct] -clock clk0 [all_outputs]

==> results.txt <==
Status: complete, no violations
Slew headroom: 58.9%
CTS HTree Levels: 1
Area grow syn2layout: 14.7%
Worst Setup End Kind: output pin
Hold Path Class: reg -> reg
Cts-stage hold buffer count: 0
Cell count after synthesis: 72
RR Endpoint: r_cnt[14]
Largest net degree at the start of global routing: 18
Worst setup path class: reg -> out
Crit Path Max Fanout: 2
Register area share after synthesis: 50.1%
Initial detailed-routing violation count: 27
Drt via density: 4.00
Element type at the critical path start: flop
Gpl congestion: 0.794
Via count: 516
Critical R2R Launch: r_cnt[0]
Max IR drop VDD: 0.109 mV
Post-synthesis area per instance: 11.8 um2
Clock skew: 0.00256 ns
Dominant logic cell types in the final layout: dfrtp_1, xor2_1, nor2_1
RSZ-0062 raised after global routing: no
Leak: 0.470 nW
Diode count: 0
Asr flop ratio synth: 100%
Max Root-Sink Buffers: 2
Pwr/cell area: 321 nW/um2
Final worst setup slack: 1.97 ns
First-pass GRT wire length: 2420 um
Most frequent logic cell in the layout: dfrtp_1
Grt total ovfl: 0
Rows: 24
Max-cap violations: 0
Hold Vio Cnt, Final: 0
Reg2reg path depth: 4
Fmax: 546 MHz
Initial antenna violation count: 0
TritonRoute pass-1 iters: 4
Final wirelength: 1400 um
CP max stage cell: clkdlybuf4s50_1
TNS Setup: 0 ns
Root Buffer: clkbuf_8
Pre-CTS WS: 2.19 ns
Hold worst-path end: ro_clk_div
Reg clk slew, reported paths: 0.06 ns
Gr usage total: 3.82%
Synth flops: 17
Non-Filler Instances: 129
Hold Crit Start: ro_clk_div
Fin crit share: 48.2%
Vias in the first global route: 508
Ys cells: 72
Post-synth EDFFs: 0
Dpl cells: 125
DIE AREA: 7740 um2
TritonCTS clock tree: done
Crit-path cells: clkdlybuf4s50_1
Clock period minus worst slack: 1.83 ns
Layout cells sized above 1: 14.3%
WP buf/inv: 1
CP delay by family, top: buffers and inverters
Chip area line of the yosys report: 848 um2
Post-Syn Area: 848 um2
Tightest Pin Transition: 0.616 ns
Die Ht: 88 um
Post-synth top flop: dfrtp_1
# setup viols final: 0
Sink Count: 17
Setup bufs post-CTS: 0
Total CTS buffers: 3
ANT nets after route: 0
Arr. time, crit path: 1.07 ns
Starting Density: 19.2%
Ports: 3
Yosys warning count: 1
Post-CTS sizing: 0
I/O Buffers: 2
Core area: 4410 um2
Hold depth: 1
Crit path largest cell delay: 0.48 ns
Tool warnings: 26
FF-to-FF setup slack: 2.33 ns
WP data required: 3.04 ns
Die Wd: 88 um
Insertion Delay late pin: 0.24 ns
Residual DRC: 0
Unique cell types: 19
Hpwl dp: 1050 um
Max-slew violations: 0
Routed wire length per instance: 10.9 um
how the worst max path moves through the flow:
stage,startpoint,end,slack [ns],cells past startpoint
CTS,ro_clk_div,o_clk_div,1.95,1
global route,ro_clk_div,o_clk_div,1.93,1
finish,ro_clk_div,o_clk_div,1.97,1
flip-flops by register name, indices dropped and copies added (netlist names):
| register | flops |
|---|---|
| r_cnt | 16 |
| ro_clk_div | 1 |
metal layers:
| layer | GRT usage [%] | vias to the layer above | wire, um |
|---|---|---|---|
| met1 | 5.35 | 248 | 668 |
| li1 | - | 263 | - |
| met5 | 0 | - | 0 |
| met4 | 1.16 | 0 | 25 |
| met2 | 5.49 | 3 | 663 |
| met3 | 1.22 | 2 | 43 |
power breakdown:
| group | switching [W] | leakage, nW | internal [W] |
|---|---|---|---|
| logic | 0.00000333 | 0.209 | 0.000000951 |
| clock network | 0.0000531 | 0.0228 | 0.0000741 |
| registers | 0 | 0.238 | 0.000181 |
cell type report:
cell class              instances  area, um2
flip-flops and latches         17        425
multi-input cells              50        403
inverters                       4       15.0
fillers                       449       3440
repair buffers                  2       20.0
well taps                      52       65.1
clock buffers                   4       45.0
cell usage after synthesis (all sizes together) (2+ instances only):
cell   instances  area [um2]
dfrtp         17         425
inv            4        15.0
xnor2          5        43.8
nor2           6        22.5
nand3          4        32.5
xor2          10        87.6
nand2          5        18.8
nor3           5        25.0
nor4           6        71.3
nand4          5        58.8
ha             2        25.0
cells by family (layout without fill, tap and decap cells):
group / count (synthesis) / after routing / share of synthesized area (%)
XOR/XNOR: 15 / 15 / 15.5
adder cells (fa/ha/maj): 2 / 2 / 2.95
buffers and inverters: 5 / 10 / 2.36
flip-flops: 17 / 17 / 50.1
AND/OR/NAND/NOR: 33 / 33 / 29.1
through the flow:
stage                     utilization, %  total power (W)  hold slack (ns)  cell area (um2)
after floorplan                        -         0.000187            0.420              848
after global placement              21.0         0.000189            0.452              928
final                               22.1         0.000313            0.470              973
after CTS                           22.1         0.000318            0.475              973
after detailed placement            21.0         0.000189            0.463              928
after global routing                22.1         0.000328            0.489              973
No activity file was given, so power comes from the tool's default toggle rates.
