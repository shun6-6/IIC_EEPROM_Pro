==> /design/flow/design.v <==
`timescale 1ns / 1ps
module iic_drive#(
    parameter       P_ADDR_WIDTH     = 16   
)(
    input           i_clk               ,
    input           i_rst               ,
    input   [6 :0]  i_device_addr       , 
    input   [15:0]  i_operation_addr    , 
    input   [7 :0]  i_operation_len     , 
    input   [1 :0]  i_operation_type    , 
    input           i_operation_valid   , 
    output          o_operation_ready   , 
    input   [7 :0]  i_write_date        , 
    output          o_write_req         , 
    output  [7 :0]  o_read_date         , 
    output          o_read_valid        , 
    output          o_iic_scl           , 
    inout           io_iic_sda            
);
localparam      P_ST_IDLE    = 0    , 
                P_ST_START   = 1    , 
                P_ST_UADDR   = 2    , 
                P_ST_DADDR1  = 3    , 
                P_ST_DADDR2  = 4    , 
                P_ST_WRITE   = 5    , 
                P_ST_REATART = 6    , 
                P_ST_READ    = 7    , 
                P_ST_WATI    = 8    , 
                P_ST_STOP    = 9    , 
                P_ST_EMPTY   = 10   ; 
localparam      P_W         = 1     , 
                P_R         = 2     ; 
reg  [7 :0]     r_st_cur            ;
reg  [7 :0]     r_st_nxt            ;
reg  [15:0]     r_st_cnt            ;
reg  [7 :0]     ri_device_addr      ; 
reg  [15:0]     ri_operation_addr   ;
reg  [7 :0]     ri_operation_len    ;
reg  [1 :0]     ri_operation_type   ;
reg             ro_operation_ready  ;
reg  [7 :0]     ri_write_date       ;
reg             ro_write_req        ; 
reg             r_write_valid       ; 
reg  [7 :0]     ro_read_date        ;
reg             ro_read_valid       ;
reg  [15:0]     r_wr_cnt            ; 
reg             r_slave_ack         ; 
reg             r_ack_valid         ; 
reg             ro_iic_scl          ;
reg             r_iic_st            ; 
reg             r_iic_sda_ctrl      ; 
reg             ro_iic_sda          ; 
reg             r_st_restart        ;
reg             r_ack_lock          ;
reg  [7 :0]     r_read_device_addr  ;       
wire            w_operation_active  ;
wire            w_st_turn           ; 
wire            w_iic_sda           ; 
assign  o_operation_ready   =   ro_operation_ready  ;
assign  o_write_req         =   ro_write_req        ;
assign  o_read_date         =   ro_read_date        ;
assign  o_read_valid        =   ro_read_valid       ;
assign  o_iic_scl           =   ro_iic_scl          ;
assign  w_operation_active  =   o_operation_ready & i_operation_valid;
assign  w_st_turn           =   r_st_cnt == 8 && r_iic_st;
assign  io_iic_sda          =   r_iic_sda_ctrl  ? ro_iic_sda : 1'bz;
assign  w_iic_sda           =   !r_iic_sda_ctrl ? io_iic_sda : 1'b0;
always @(posedge i_clk or posedge i_rst)begin
    if(i_rst)
        r_st_cur <= P_ST_IDLE;
    else
        r_st_cur <= r_st_nxt;
end
always @(*)begin
    case (r_st_cur)
        P_ST_IDLE    : r_st_nxt = w_operation_active ? P_ST_START : P_ST_IDLE;
        P_ST_START   : r_st_nxt = P_ST_UADDR;
        P_ST_UADDR   : r_st_nxt = w_st_turn    ? 
                                  r_st_restart ? P_ST_READ : P_ST_DADDR1
                                : P_ST_UADDR;
        P_ST_DADDR1  : r_st_nxt = r_slave_ack    ? P_ST_STOP   :                           
                                  w_st_turn      ? P_ST_DADDR2 : P_ST_DADDR1;
        P_ST_DADDR2  : r_st_nxt = w_st_turn && ri_operation_type == P_W ? P_ST_WRITE   :   
                                  w_st_turn && ri_operation_type == P_R ? P_ST_REATART :
                                  P_ST_DADDR2;
        P_ST_WRITE   : r_st_nxt = w_st_turn && r_wr_cnt == ri_operation_len - 1          
                                             ? P_ST_WATI   : P_ST_WRITE;
        P_ST_REATART : r_st_nxt = P_ST_STOP;
        P_ST_READ   : r_st_nxt = w_st_turn ? P_ST_WATI   : P_ST_READ; 
        P_ST_WATI    : r_st_nxt = P_ST_STOP;
        P_ST_STOP    : r_st_nxt = r_st_cnt == 1 ? P_ST_EMPTY : P_ST_STOP;
        P_ST_EMPTY   : r_st_nxt = r_st_restart | r_ack_lock ? P_ST_START : P_ST_IDLE;
        default      : r_st_nxt = P_ST_IDLE;
    endcase
end
always @(posedge i_clk or posedge i_rst)begin
    if(i_rst)
        r_ack_lock <= 'd0;
    else if(r_ack_valid && !w_iic_sda && r_st_cur == P_ST_DADDR1)
        r_ack_lock <= 'd0;
    else if(r_ack_valid && w_iic_sda && r_st_cur == P_ST_DADDR1)
        r_ack_lock <= 'd1;
    else
        r_ack_lock <= r_ack_lock;
end
always @(posedge i_clk or posedge i_rst)begin
    if(i_rst)
        r_st_restart <= 'd0;
    else if(r_st_cur == P_ST_READ)
        r_st_restart <= 'd0;
    else if(r_st_cur == P_ST_REATART)
        r_st_restart <= 'd1;
    else
        r_st_restart <= r_st_restart;
end
always @(posedge i_clk or posedge i_rst)begin
    if(i_rst)
        ro_operation_ready <= 'd0;
    else if(w_operation_active)
        ro_operation_ready <= 'd0;
    else if(r_st_cur == P_ST_IDLE)
        ro_operation_ready <= 'd1;
    else
        ro_operation_ready <= ro_operation_ready;
end
always @(posedge i_clk or posedge i_rst)begin
    if(i_rst)begin
        ri_device_addr    <= 'd0;
        ri_operation_addr <= 'd0;
        ri_operation_len  <= 'd0;
        ri_operation_type <= 'd0;
    end
    else if(w_operation_active)begin
        ri_device_addr    <= {i_device_addr,1'b0}; 
        ri_operation_addr <= i_operation_addr;
        ri_operation_len  <= i_operation_len ;
        ri_operation_type <= i_operation_type;
    end
    else begin
        ri_device_addr    <= ri_device_addr   ;
        ri_operation_addr <= ri_operation_addr;
        ri_operation_len  <= ri_operation_len ;
        ri_operation_type <= ri_operation_type;
    end
end
always @(posedge i_clk or posedge i_rst)begin
    if(i_rst)
        r_read_device_addr <= 'd0;
    else if(w_operation_active)
        r_read_device_addr <= {i_device_addr,1'b1};
    else
        r_read_device_addr <= r_read_device_addr;
end
always @(posedge i_clk or posedge i_rst)begin
    if(i_rst)
        r_st_cnt <= 'd0;
    else if(r_st_cur != r_st_nxt || r_write_valid || ro_read_valid) 
        r_st_cnt <= 'd0;
    else if(r_st_cur == P_ST_STOP)
        r_st_cnt <= r_st_cnt + 'd1;
    else if(r_iic_st)
        r_st_cnt <= r_st_cnt + 'd1;
    else    
        r_st_cnt <= r_st_cnt;
end
always @(posedge i_clk or posedge i_rst)begin
    if(i_rst)
        ro_iic_scl <= 'd1;
    else if(r_st_cur >= P_ST_UADDR && r_st_cur <= P_ST_WATI)
        ro_iic_scl <= ~ro_iic_scl;
    else
        ro_iic_scl <= 'd1;
end
always @(posedge i_clk or posedge i_rst)begin
    if(i_rst)
        r_iic_st <= 'd0;
    else if(r_st_cur >= P_ST_UADDR && r_st_cur <= P_ST_WATI)
        r_iic_st <= ~r_iic_st;
    else
        r_iic_st <= 'd0;
end
always @(posedge i_clk or posedge i_rst)begin
    if(i_rst)
        r_iic_sda_ctrl <= 'd0;
    else if(r_st_cnt == 8 || r_st_nxt == P_ST_IDLE)
        r_iic_sda_ctrl <= 'd0;
    else if(r_st_cur >= P_ST_START && r_st_cur <= P_ST_WRITE || r_st_cur == P_ST_STOP)
        r_iic_sda_ctrl <= 'd1;
    else    
        r_iic_sda_ctrl <= r_iic_sda_ctrl;
end
always @(posedge i_clk or posedge i_rst)begin
    if(i_rst)
        ro_iic_sda <= 'd1;
    else if(r_st_cur == P_ST_START)
        ro_iic_sda <= 'd0;
    else if(r_st_cur == P_ST_UADDR)
        ro_iic_sda <= r_st_restart ? r_read_device_addr[7 - r_st_cnt] : ri_device_addr[7 - r_st_cnt];
    else if(r_st_cur == P_ST_DADDR1)
        ro_iic_sda <= ri_operation_addr[15 - r_st_cnt];
    else if(r_st_cur == P_ST_DADDR2)
        ro_iic_sda <= ri_operation_addr[7 - r_st_cnt];
    else if(r_st_cur == P_ST_WRITE)
        ro_iic_sda <= ri_write_date[7 - r_st_cnt];
    else if(r_st_cur == P_ST_READ)
        ro_iic_sda <= 'd0;  
    else if(r_st_cur == P_ST_STOP && r_st_cnt == 1)
        ro_iic_sda <= 'd1;
    else    
        ro_iic_sda <= 'd0;
end
always @(posedge i_clk or posedge i_rst)begin
    if(i_rst)
        ro_write_req <= 'd0;
    else if(r_st_cur == P_ST_DADDR2 && ri_operation_type == P_W && r_st_cnt == 7 && r_iic_st)
        ro_write_req <= 1'b1; 
    else if(r_st_cur >= P_ST_DADDR2 && ri_operation_type == P_W && r_st_cnt == 7 && r_iic_st)
        ro_write_req <= r_wr_cnt < ri_operation_len - 1 ? 'd1 : 1'b0;    
    else    
        ro_write_req <= 'd0;
end
always @(posedge i_clk or posedge i_rst)begin
    if(i_rst)
        r_write_valid <= 'd0;
    else    
        r_write_valid <= ro_write_req;
end
always @(posedge i_clk or posedge i_rst)begin
    if(i_rst)
        ri_write_date <= 'd0;
    else if(r_write_valid)
        ri_write_date <= i_write_date;
    else    
        ri_write_date <= ri_write_date;
end
always @(posedge i_clk or posedge i_rst)begin
    if(i_rst)
        r_wr_cnt <= 'd0;
    else if(r_st_cur == P_ST_IDLE)
        r_wr_cnt <= 'd0;
    else if((r_st_cur == P_ST_WRITE || r_st_cur == P_ST_READ) && r_write_valid)
        r_wr_cnt <= r_wr_cnt + 1;
    else    
        r_wr_cnt <= r_wr_cnt;
end 
always @(posedge i_clk or posedge i_rst)begin
    if(i_rst)
        ro_read_date <= 'd0;
    else if(r_st_cur == P_ST_READ && r_st_cnt >= 1 && r_st_cnt <= 8 && !r_iic_st) 
        ro_read_date <= {ro_read_date[6:0],w_iic_sda};    
    else    
        ro_read_date <= ro_read_date;
end
always @(posedge i_clk or posedge i_rst)begin
    if(i_rst)
        ro_read_valid <= 'd0;
    else if(r_st_cur == P_ST_READ && r_st_cnt == 8 && !r_iic_st) 
        ro_read_valid <= 'd1;
    else    
        ro_read_valid <= 'd0;
end
always @(posedge i_clk or posedge i_rst)begin
    if(i_rst)
        r_slave_ack <= 'd0;
    else if(r_ack_valid)
        r_slave_ack <= w_iic_sda;
    else    
        r_slave_ack <= 'd0;
end
always @(posedge i_clk or posedge i_rst)begin
    if(i_rst)
        r_ack_valid <= 'd0;
    else    
        r_ack_valid <= w_st_turn;
end
endmodule
==> /design/flow/run.sh <==
#!/bin/bash
# OpenROAD 26Q1-2900-gdf79404cd8, Yosys 0.63+post, stock flow scripts
make -C /OpenROAD-flow-scripts/flow DESIGN_CONFIG=/design/flow/config.mk WORK_HOME=/design/flow/orfs finish
==> /design/flow/config.mk <==
export PLATFORM = sky130hd
export DESIGN_NAME = iic_drive
export DESIGN_NICKNAME = iic_drive
export VERILOG_FILES = /design/flow/design.v
export SDC_FILE = /design/flow/constraint.sdc
export NUM_CORES = 4
export LEC_CHECK = 1
export CORE_UTILIZATION = 50
==> /design/flow/constraint.sdc <==
current_design iic_drive

set clk_period 5.9
set clk_io_pct 0.2

create_clock -name clk0 -period $clk_period [get_ports {i_clk}]

set non_clock_inputs [all_inputs -no_clocks]
set_input_delay [expr $clk_period * $clk_io_pct] -clock clk0 $non_clock_inputs
set_output_delay [expr $clk_period * $clk_io_pct] -clock clk0 [all_outputs]
==> results.json <==
{
  "clock_path_buffers": 2,
  "synthArstFlopShare_pct": 100.0,
  "boundaryPins": 57,
  "gp_congestion": 0.8816,
  "area_leaders": "dfrtp_1 (44%), mux2_2 (10%), ha_1 (6.1%), mux4_2 (3.7%), xnor2_1 (3.0%)",
  "ys_seq_share_pct": 44.53,
  "ys_warn_count": 2,
  "root_buffer": "clkbuf_8",
  "edf_count": 0,
  "ys_dominant_reg_cell": "dfrtp_1",
  "hpwl_um": 7773,
  "lastStage": "4_1_cts",
  "numPortBuffers": 55,
  "clock_sinks": 98,
  "post_cts_buffers": 0,
  "h-tree-depth": 3,
  "cts.repair.resized": 0,
  "cts_hold_buf": 0,
  "ys_area_um2": 5513,
  "top_cell_area_share_pct": 43.58,
  "die_y_um": 107,
  "status": "did not finish",
  "synth_flops": 98,
  "netlist_area_um2": 5513,
  "num_rows": 37,
  "tool.error": "[error] [KeplerFormal.cpp:679] Workflow failed: Iso has multiple drivers: .io_iic_sda0, io_iic_sda$_DFF_PP1_.Q0",
  "ys_cells": 488,
  "cts_buffers": 9,
  "syn_inst": 488,
  "synth_area_leader_cell": "dfrtp_1",
  "syn_avg_cell_area_um2": 11.30,
  "synth_cell_types": 60,
  "pre_cts_slack_ns": 2.507,
  "fp_util_pct": 52.46,
  "placed_cells": 662,
  "die_w_um": 107
}
-- stage by stage --
step / util, % / cell area (um2) / hold WS (ns)
floorplan: - / 5513 / 0.3312
global placement: 58.55 / 6153 / 0.3863
detailed placement: 58.55 / 6153 / 0.3911
-- Yosys cell counts (all sizes together) (3+ instances only) --
cell type  number
a21o            4
ha             27
and4            4
nor3b           3
mux2i           4
nand3          14
xor2           19
or2             3
xnor2          19
inv            16
mux4           10
or3             4
dfrtp          96
o21ai           8
nand2          33
a211o           3
and3           11
nand2b          7
nor3           20
a21oi          15
nor4            8
nand4          15
clkbuf          9
nor2b           7
mux2           50
a211oi          4
nor2           38
buf            12
-- cell families after synthesis --
kind of cell | Yosys count | synth area share, %
fa+ha+maj | 27 | 6.128
buf+inv | 37 | 3.132
mux | 64 | 15.09
flops | 98 | 44.53
xor+xnor | 38 | 6.173
compound gates | 44 | 5.470
simple gates | 180 | 19.47
