$ cat design/flow/run.sh
#!/bin/bash
# OpenROAD 26Q1-2900-gdf79404cd8, Yosys 0.63+post, stock flow scripts
make -C /OpenROAD-flow-scripts/flow DESIGN_CONFIG=/design/flow/config.mk WORK_HOME=/design/flow/orfs finish
$ cat design/flow/config.mk
export PLATFORM = sky130hd
export DESIGN_NAME = rst_gen_module
export DESIGN_NICKNAME = rst_gen_module
export VERILOG_FILES = /design/flow/design.v
export SDC_FILE = /design/flow/constraint.sdc
export NUM_CORES = 4
export LEC_CHECK = 1
export CORE_AREA = 10 10 97 97
export DIE_AREA = 0 0 107 107
$ cat design/flow/constraint.sdc
current_design rst_gen_module

set clk_period 2.5
set clk_io_pct 0.2

create_clock -name clk0 -period $clk_period [get_ports {i_clk}]

set non_clock_inputs [all_inputs -no_clocks]
set_input_delay [expr $clk_period * $clk_io_pct] -clock clk0 $non_clock_inputs
set_output_delay [expr $clk_period * $clk_io_pct] -clock clk0 [all_outputs]
$ cat design/flow/design.v
`timescale 1ns / 1ps
module rst_gen_module#(
    parameter P_RST_CYCLE  =  1
)(
    input     i_clk             ,
    output    o_rst  
    );  
reg        ro_rst = 1      ;
reg [15:0] r_cnt  = 0      ;
assign     o_rst = ro_rst  ;
always @(posedge i_clk)begin
    if(r_cnt == P_RST_CYCLE - 1 || P_RST_CYCLE == 0)
        r_cnt <= r_cnt;
    else
        r_cnt <= r_cnt + 1;
end
always @(posedge i_clk)begin
    if(r_cnt == P_RST_CYCLE - 1 || P_RST_CYCLE == 0)
        ro_rst <= 0;
    else
        ro_rst <= 1;
end
endmodule
==> flow_metrics.env <==
# source this file to load flow results
export IMPL_pin_count=2
export IMPL_yosysMostFrequentCell="edfxtp_1"
export IMPL_ys_seq_share_pct=56.98
export IMPL_drive_gt1_share_pct=18.06
export IMPL_synth_top_cell_by_area="edfxtp_1"
export IMPL_hold_end="r_cnt[15]"
export IMPL_fp_dieH_um=107
export IMPL_timing_rr_end="r_cnt[10]"
export IMPL_maxSlewHeadroom_pct=75.01
export IMPL_rows=31
export IMPL_period_used_pct=68.86
export IMPL_end_kind="flop"
export IMPL_clock_sinks=17
export IMPL_rsz0062_at_grt="false"
export IMPL_max_freq_mhz=580.9
export IMPL_drt_wl_total_mm=1.426
export IMPL_avgRoutedWirePerCell_um=8.339
export IMPL_setup_violations_final=0
export IMPL_viasPerCell=3.035
export IMPL_avgSynthCellArea_um2=13.51
export IMPL_p_switching_mw=0.09162
export IMPL_dr_pass1_iters=4
export IMPL_chipArea_mm2=0.01145
export IMPL_fp_util_pct=12.05
export IMPL_critPathArrivalTime_ns=1.73
export IMPL_area_growth_pct=22.22
export IMPL_holdCritPathClass="flop to flop"
export IMPL_reg2reg_slack_ns=0.78
export IMPL_ys_flop_type="edfxtp_1"
export IMPL_ys_area_um2=878.3
export IMPL_hold_viol=0
export IMPL_switching_share_pct=18.02
export IMPL_clock_tree_buffer_depth=2
export IMPL_tightest_slew_ns=0.3738
export IMPL_clk_insertion_delay_late_ns=0.25
export IMPL_ys_top_cells_by_area="edfxtp_1, xor2_1, nor4_2, nand4_4, xnor2_1"
export IMPL_synth_edff_count=16
export IMPL_die_x_um=107
export IMPL_p_leak_nw=0.4129
export IMPL_cts_post_setup_buffers_inserted=0
export IMPL_p_per_area_mw_per_mm2=473.6
export IMPL_via_count=519
export IMPL_grt_pass1_vias=513
export IMPL_required_ns=2.51
export IMPL_grt_start_max_net_pins=11
export IMPL_p_int_mw=0.4168
export IMPL_warnings=26
export IMPL_synthArstFlopShare_pct=0
export IMPL_min_path_cells=1
export IMPL_postRouteAntennaNets=0
export IMPL_diodes=0
export IMPL_setup_tns_ns=0
export IMPL_p_total_mw=0.5084
export IMPL_slowest_stage="edfxtp_1"
export IMPL_finalCriticalPeriod_ns=1.721
export IMPL_cts_repair_resized=0
export IMPL_grt_pass1_wl_mm=2.463
export IMPL_numSynthFlops=17
export IMPL_p_clk_share_pct=39.8
export IMPL_hpwl_um=999.6
export IMPL_skew_ns=0.002840
export IMPL_globalRouteOverflowTotal=0
export IMPL_ys_top_cells_by_count="edfxtp_1, xor2_1, inv_1, nor3_1"
export IMPL_ys_warn_count=1
export IMPL_worstSetupPathType="flop to flop"
export IMPL_synth_stat_cells=65
export IMPL_cts_tree="done"
export IMPL_drv_cap=0
export IMPL_crit_chain="inv_1 -> ha_1 -> nor4b_1 -> nand4_1 -> buf_4"
export IMPL_grt_usage_pct=2.563
export IMPL_drt_iter0_drc=15
export IMPL_cts_clk_slew_worst_paths_ns=0.07
export IMPL_gp_congestion=0.7689
export IMPL_vdd_drop_max_mv=0.1171
export IMPL_portBuffers=1
export IMPL_antenna_found_initial=0
export IMPL_reg2reg_depth=5
export IMPL_coreArea_mm2=0.007292
export IMPL_top_area_share_pct=54.70
export IMPL_syn_area_um2=878.3
export IMPL_cts_htree_levels=1
export IMPL_cp_max_fo=10
export IMPL_p_seq_share_pct=60.2
export IMPL_cts_root_buf="clkbuf_8"
export IMPL_r2r_start="r_cnt[0]"
export IMPL_synth_cell_type_count=16
export IMPL_max_stage_delay_ns=0.46
export IMPL_cts_buffers=3
export IMPL_hold_buffers=0
export IMPL_setup_worst_path_start_class="flop"
export IMPL_status="finished clean"
export IMPL_drv_slew=0
export IMPL_syn_instance_count=65
export IMPL_combPwrFrac_pct=0
export IMPL_worstHoldStart="r_cnt[15]"
export IMPL_drcViolationCount=0
through the flow:
| stage | hold WS, ns | cell area [µm²] | cells | util (%) | setup WS [ns] |
|---|---|---|---|---|---|
| detailed placement | 0.5912 | 1027 | 167 | 14.09 | 0.8069 |
| finish | 0.6066 | 1074 | 171 | 14.72 | 0.7785 |
| CTS | 0.6018 | 1074 | 171 | 14.72 | 0.7862 |
| floorplan | 0.5713 | 878.3 | 65 | - | 0.6343 |
| global route | 0.6107 | 1074 | 171 | 14.72 | 0.6980 |
| global placement | 0.5909 | 1027 | 167 | 14.09 | 0.8066 |
area by class of cell:
class	instances	area, µm²
fill	826	6218
clock inverter	1	5.005
clock buffer	3	41.29
timing repair buffer	3	25.02
sequential	17	500.5
inverter	5	18.77
tap	99	123.9
multi-input combinational	43	359.1
power groups by stage:
stage | combinational, mW | sequential [mW] | clock [mW]
after CTS | 0.000000193 | 0.306 | 0.210
after global routing | 0.000000193 | 0.306 | 0.222
final | 0.000000193 | 0.306 | 0.202
critical path, delay by kind of cell (launching register included):
| kind | cells | cell delay (ns) |
|---|---|---|
| fa+ha+maj | 1 | 0.13 |
| flops | 1 | 0.46 |
| simple gates | 2 | 0.51 |
| buf+inv | 2 | 0.38 |
flip-flops by register name, summed over array words and instances (netlist names):
| signal | cells |
|---|---|
| r_cnt | 16 |
| ro_rst | 1 |
metal layers:
| layer | track usage (%) | share of wire (%) |
|---|---|---|
| met5 | 0 | 0 |
| met4 | 0.8704 | 4.1 |
| met3 | 0.9703 | 4.1 |
| met2 | 3.468 | 43 |
| met1 | 3.652 | 49 |
worst max-delay path by stage:
stage	cells after the start	end	slack, ns	start
CTS	5	r_cnt[10]	0.79	r_cnt[0]
global route	5	r_cnt[10]	0.70	r_cnt[0]
finish	5	r_cnt[10]	0.78	r_cnt[0]
kinds of logic after synthesis:
group / count (synthesis) / synth area share [%]
xor+xnor: 14 / 13.96
fa+ha+maj: 2 / 2.849
buf+inv: 5 / 2.137
flops: 17 / 56.98
simple gates: 27 / 24.07
layout by cell type, fill, tap and decap left out, types with 3 or more instances in the layout:
cell	instances
nor4_2	4
clkbuf_8	3
nand3_1	4
xor2_1	10
inv_1	5
nor2_1	3
nand2_1	3
edfxtp_1	16
nor3_1	5
xnor2_1	4
Power is estimated from default activity; no workload was simulated.
